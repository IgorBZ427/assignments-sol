File: design/flow/run.sh
#!/bin/bash
# OpenROAD 26Q1-2900-gdf79404cd8, Yosys 0.63+post, stock flow scripts
make -C /OpenROAD-flow-scripts/flow DESIGN_CONFIG=/design/flow/config.mk WORK_HOME=/design/flow/orfs finish
File: design/flow/config.mk
export PLATFORM = sky130hd
export DESIGN_NAME = multiplier_24bit
export DESIGN_NICKNAME = multiplier_24bit
export VERILOG_FILES = /design/flow/design.v
export SDC_FILE = /design/flow/constraint.sdc
export NUM_CORES = 4
export LEC_CHECK = 1
export CORE_UTILIZATION = 50
File: design/flow/constraint.sdc
current_design multiplier_24bit

set clk_period 2.5
set clk_io_pct 0.2

create_clock -name clk0 -period $clk_period

set non_clock_inputs [all_inputs -no_clocks]
set_input_delay [expr $clk_period * $clk_io_pct] -clock clk0 $non_clock_inputs
set_output_delay [expr $clk_period * $clk_io_pct] -clock clk0 [all_outputs]
File: design/flow/design.v
module multiplier_24bit (
    input [23:0] arg1,
    input [23:0] arg2,
    output [31:0] res_out
);
reg [31:0] result;
assign res_out = result;
integer i, j;
always @(*) begin
    result = 32'b0;
    for (i = 0; i < 24; i = i + 1) begin
        for (j = 0; j < 24; j = j + 1) begin
            if (arg1[i] & arg2[j]) begin
                result[i+j] = result[i+j] + 1;
            end
        end
    end
end
endmodule
==> ci_impl_report.md <==
### Flow metrics

| Metric | Value |
|---|---|
| Yosys cell count | `around 950` |
| Adder Area Share | `0%` |
| HPWL after detailed placement | `around 17000 um` |
| Stopped at | `5_1_grt` |
| Dominant kind of combinational cell | `XOR/XNOR gates` |
| Chip area in the Yosys report | `slightly above 0.006 sq mm` |
| Status | `did not finish` |
| Synth area leaders | `xnor2_1, nand2_1, xor2_1` |
| Syn Inst Count | `roughly 950` |
| Hold buffer count at cts | `0` |
| Synth Seq Share | `0%` |
| Placer Congestion | `between 1 and 1.5` |
| Cell type with the largest total area | `xnor2_1` |
| Dpl cells | `about 1300` |
| Top Ports | `~80` |
| GRT repair_timing worst endpoint | `res_out[20]` |
| Cell variety after synth | `14` |
| Mux area share | `0%` |
| Yosys Warn Count | `a little under 500` |
| Syn avg cell area | `6.48 sq um` |
| Simple-Gate Fraction of Synth Area | `roughly 29%` |
| Initial Util | `51.1%` |
| Err | `[ERROR GRT-0232] Routing congestion too high. Check the congestion heatmap in the GUI.` |
| IO buf count | `around 80` |
| Horiz. Die Dim | `about 110 um` |
| Mapped Area | `just over 0.006 sq mm` |
| Ao+oa area frac | `0%` |
| Worst_ep kind | `top-level output` |
| Vertical die size | `113 um` |
| Cell Rows | `~40` |
| Largest net degree at the start of global routing | `15` |
| XOR Share, Synth | `between 60% and 70%` |
| Top cell area share | `between 40% and 50%` |
-- Yosys cell counts --
| cell | n |
|---|---|
| nand2_2 | 6 |
| buf_6 | 10 |
| clkbuf_2 | 2 |
| xnor2_1 | 292 |
| buf_4 | 28 |
| nand2_1 | 446 |
| buf_1 | 1 |
| xor2_1 | 94 |
| clkbuf_1 | 1 |
| buf_2 | 40 |
| and2_1 | 1 |
| nand2_4 | 3 |
| xnor3_1 | 15 |
| xnor2_2 | 8 |
-- cell families after synthesis --
logic type	count (synthesis)
buffers and inverters	82
XOR/XNOR	409
AND/OR/NAND/NOR	456
-- repair_timing --
item / in CTS
setup buffers: 114
endpoints found under the hold margin: 0
pin swaps: 235
resized: 513
setup endpoints to repair: 31
gates cloned: 7
-- through the flow --
stage / power (W) / hold slack, ns / utilization, % / area, sq um / setup WS, ns
after floorplan: 0.00180 / 1.30 / - / 6140 / 0.418
after global placement: 0.00319 / 2.03 / 69.1 / 8300 / -0.865
after detailed placement: 0.00319 / 2.02 / 69.1 / 8300 / -0.859
after CTS: 0.00329 / 1.75 / 84.8 / 10200 / -0.135
No activity file was given, so power comes from the tool's default toggle rates.
