`design/flow/run.sh`:
```
#!/bin/bash
# OpenROAD 26Q1-2900-gdf79404cd8, Yosys 0.63+post, stock flow scripts
make -C /OpenROAD-flow-scripts/flow DESIGN_CONFIG=/design/flow/config.mk WORK_HOME=/design/flow/orfs finish
```
`design/flow/config.mk`:
```
export PLATFORM = sky130hd
export DESIGN_NAME = float_mul
export DESIGN_NICKNAME = float_mul
export VERILOG_FILES = /design/flow/design.v
export SDC_FILE = /design/flow/constraint.sdc
export NUM_CORES = 4
export LEC_CHECK = 1
export CORE_UTILIZATION = 40
```
`design/flow/constraint.sdc`:
```
current_design float_mul

set clk_period 24.4
set clk_io_pct 0.2

create_clock -name clk0 -period $clk_period

set non_clock_inputs [all_inputs -no_clocks]
set_input_delay [expr $clk_period * $clk_io_pct] -clock clk0 $non_clock_inputs
set_output_delay [expr $clk_period * $clk_io_pct] -clock clk0 [all_outputs]
```
`design/flow/design.v`:
```
module float_mul ( input [31:0] ain,input [31:0] bin, output [31:0] out);
wire [31:0] ZERO = 32'b0;
wire [31:0] NEGZERO = 32'h80000000;
wire zeroes = (ZERO==ain)||(ZERO==bin)||(NEGZERO==ain)||(NEGZERO==bin);
wire z_sign;
wire [7:0] z_exp;
wire [22:0] z_mat;
wire [63:0] mantissa_64_mult;
wire [8:0] exp_a,exp_b;
assign exp_a=ain[30:23];
assign exp_b=bin[30:23];
assign z_sign = (ain[31] ^ bin[31]);
assign z_exp = (ain[30:23] + bin[30:23] - 8'd127) + norm_exp_value;
assign mantissa_64_mult = (({1'b1,ain[22:0]}) * ({1'b1,bin[22:0]})); 
assign z_mat = mantissa_64_mult[post_zeros-24] ?  (mantissa_64_mult[(post_zeros-1) -:23] +1) : mantissa_64_mult[(post_zeros-1) -:23];
assign out = zeroes ? ZERO : {z_sign,z_exp,z_mat};
wire [5:0] a_width,b_width;
wire [23:0] man_norm_a,man_norm_b;
wire [5:0] sum_widths,mantissa_width;
wire [7:0] norm_exp_value;
assign man_norm_a = {1'b1,ain[22:0]}>> (n1);
assign man_norm_b = {1'b1,bin[22:0]}>> (n2);
assign a_width = m1-n1;
assign b_width = m2-n2;
assign sum_widths = (a_width + b_width); 
assign mantissa_width = post_zeros - trail_zeros;
assign norm_exp_value = mantissa_64_mult[47]; 
integer i;
reg [5:0] trail_zeros;
reg [5:0] post_zeros;
reg first,first_a,first_b;
reg [4:0] m1,n1,m2,n2;
always @(*) begin
    trail_zeros = 0;
    post_zeros = 0;
    first = 0;
    first_a = 0;
    first_b = 0;
    n1 =0;
    m1 =0;
    n2 =0;
    m2 =0;
    for(i=1;i<63;i=i+1) begin
        if((mantissa_64_mult[i-1]==1'b0) && (mantissa_64_mult[i]==1'b1) && ~first) begin 
            trail_zeros = i;
            first = 1;
        end
        if((mantissa_64_mult[i-1]==1'b1) && (mantissa_64_mult[i]==1'b0)) begin 
            post_zeros = i-1;
        end
    end
    for(i=1;i<24;i=i+1) begin
        if((ain[i-1]==0) && (ain[i]==1) && first_a == 0) begin
            n1 = i;
            first_a = 1;
        end
        if((ain[i-1]==1) && (ain[i]==0)) m1 = i-1;
        if((bin[i-1]==0) && (bin[i]==1) && first_b == 0) begin
            n2 = i;
            first_b = 1;
        end
        if((bin[i-1]==1) && (bin[i]==0)) m2 = i-1;
    end
end
endmodule
```
==> job_summary.md <==
### Yosys + OpenROAD results

| Metric | Value |
|---|---|
| Status | complete, no violations |
| Die Wd | ~270 um |
| Max-cap violations | 0 |
| Row cnt | between 90 and 100 |
| Seq Cell Count | 0 |
| Unique cell types | roughly 120 |
| Largest net degree at the start of global routing | 61 |
| Clock buffer cells | 0 |
| CP max FO | 53 |
| Placeable Area | approximately 0.069 mm^2 |
| Area grow syn2layout | 7.01% |
| # diodes | 0 |
| WL final | 89300 um |
| First-pass GRT wire length | 145000 um |
| Critical path class | in2out |
| Slowest cell on the critical path | clkdlybuf4s50_1 |
| Top cells by area | fa_1 (35%), ha_1 (8.6%), inv_1 (7.9%) |
| Crit path buf inv count | 11 |
| Pre-CTS WS | about 0.76 ns |
| GRT overflow | 0 |
| Dpl cell area | 0.0297 mm^2 |
| Placer Congestion | approximately 1.0 |
| Fp util | 40.5% |
| RSZ-0062 raised after global routing | yes |
| Final cell count without fillers | approximately 4500 |
| Avg Vias per Cell | 5.59 |
| Post-cts hold buffer count | 0 |
| Post-route antenna net violation count | 0 |
| Crit. End Element | primary output |
| Area leader share | a little over a third |
| Yosys warns | 1 |
| Max Slew Vio Count | 0 |
| Initial antenna violation count | 0 |
| Number of global-route vias before repair | about 26000 |
| Hold violation count in the final report | 0 |
| Placed cell count | between 4000 and 5000 |
| Share of layout cells above drive strength 1 | roughly 5.6% |
| # setup viols final | 0 |
| Vias after detailed routing | around 25000 |
| MI comb area | around 0.025 mm^2 |
| DRT Pass-1 Iters | 6 |
| Die Height | between 200 and 300 um |
| Instance count of the mapped netlist | 3613 |
| Setup ws final | between 0.7 and 0.8 ns |
| Hold WC Path Type | in2out |
| Slew @ Worst Pin | roughly 1.0 ns |
| Synth Seq Share | 0% |
| DRC Markers | 0 |
| Critical path arrival | approximately 19 ns |
| WP data required | 19.52 ns |
| FF/Latch Area | 0 um^2 |
| Port Buffer Count | 96 |
| Synthesis area per yosys | roughly 0.028 mm^2 |
| Die area | 0.0706 mm^2 |
| Largest stage delay, worst path | 0.97 ns |
| Min cycle time layout | between 20 and 25 ns |
| Most frequent CP cell | fa_1 |
| Tcrit/Tclk final | ~97% |
| Io pins | around 96 |
| Synth area leader | fa_1 |
| Cell Area, Synth | 0.0278 mm^2 |
| Log Warnings | 36 |
| Fin area | a little under 0.03 mm^2 |
| DP HPWL | about 73000 um |
| Relative slew slack | 30.4% |
| Iter 0 DRT Violations | ~1600 |
| WL/cell | around 20 um |
| Ys cells | between 3000 and 4000 |
| Top cell family by delay on the critical path | adder cells |
| F_max | between 0.04 and 0.05 GHz |
| Critical path launch point type | input port |
| Syn_area_per_cell | slightly below 8 um^2 |
| Filler cells | ~7000 |
| Overall Global Routing Usage | a little over a quarter |
| Util after Layout | roughly 43% |
[path summary, 6_finish.rpt]
path | start | to | slack [ns] | cells past startpoint
worst max-delay path | ain[10] | out[19] | 0.71 | 43
worst min-delay path | bin[31] | out[31] | 10.72 | 4
[cell usage after synthesis, drive strengths merged, types with 13 or more instances]
| library cell | instances |
|---|---|
| inv | 590 |
| nand2 | 505 |
| fa | 483 |
| and2 | 238 |
| nor2 | 211 |
| ha | 192 |
| a21oi | 165 |
| clkbuf | 158 |
| o21ai | 152 |
| buf | 71 |
| nor3 | 69 |
| nand3 | 68 |
| o211ai | 54 |
| mux2i | 52 |
| xnor2 | 48 |
| nand4 | 38 |
| a211oi | 31 |
| a21o | 30 |
| nor4 | 29 |
| a31oi | 25 |
| and3 | 24 |
| or3 | 23 |
| o31ai | 20 |
| xor2 | 20 |
| mux2 | 19 |
| o2111ai | 19 |
| nand2b | 17 |
| o21a | 16 |
| o221ai | 15 |
| or2 | 14 |
| a2111oi | 13 |
| o211a | 13 |
[per-layer routing]
metal / wire, um / track usage [%]
met4: 2110 / 5.45
met1: 38300 / 39.4
met3: 8240 / 8.28
met5: 0 / 0
met2: 40700 / 42.2
[cell type report]
cell class / count / share of cell area, %
repair buffers: 194 / 5.75
well taps: 931 / 3.92
multi-input cells: 2793 / 82.9
inverters: 591 / 7.46
[kinds of logic after synthesis]
logic type	count (synthesis)	synth area share [%]
and+or+nand+nor	1279	22.3
buffers and inverters	820	11.6
AOI/OAI and AO/OA	695	17.3
adders and majority gates	675	43.4
muxes	76	3.06
xor gates and xnor gates	68	2.30
[per-stage QoR]
step | setup TNS (ns) | hold WS, ns
2_1_floorplan | 0 | 9.83
3_3_place_gp | 0 | 10.73
3_5_place_dp | 0 | 10.73
4_1_cts | 0 | 10.73
5_1_grt | -0.00799 | 10.78
6_report | 0 | 10.72
[timing repair]
action | 4_1_cts | 5_1_grt
gates resized | 0 | 9
buffers inserted | 0 | 0
endpoints found under the hold margin | 0 | 0
setup endpoints to repair | 0 | 8
[cell usage in the layout (no fill, tap or decap), types with 39 or more instances in the layout]
cell and count:
and2_1 237, mux2i_1 51, clkdlybuf4s50_1 90, xnor2_1 39, o21ai_0 134, fa_1 483, buf_4 98, inv_1 588
nor3_1 66, ha_1 191, a21oi_1 162, nand3_1 67, nor2_1 209, o211ai_1 53, nand2_1 502
